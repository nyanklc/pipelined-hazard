==> flow/design.v <==
module shifter #(
     parameter WIDTH=32)
    (
	  input [1:0]  control,
	  input [4:0]  shamt,
	  input signed [WIDTH-1:0] DATA,
	  output reg signed [WIDTH-1:0] OUT
    );
parameter LSL=2'b00,
		  LSR=2'b01,
		  ASR=2'b10,
		  RR=2'b11;
always@(*) begin
	case(control)
	LSL: OUT = DATA << shamt;
	LSR: OUT = DATA >> shamt;
	ASR: OUT = DATA >>> shamt;
	RR: OUT = {DATA, DATA} >> shamt;
	endcase
end
endmodule	 
==> flow/run.sh <==
#!/bin/bash
# OpenROAD 26Q1-2900-gdf79404cd8, Yosys 0.63+post, stock flow scripts
make -C /OpenROAD-flow-scripts/flow DESIGN_CONFIG=/design/flow/config.mk WORK_HOME=/design/flow/orfs finish
==> flow/config.mk <==
export PLATFORM = sky130hd
export DESIGN_NAME = shifter
export DESIGN_NICKNAME = shifter
export VERILOG_FILES = /design/flow/design.v
export SDC_FILE = /design/flow/constraint.sdc
export NUM_CORES = 4
export LEC_CHECK = 1
export CORE_UTILIZATION = 40
==> flow/constraint.sdc <==
current_design shifter

set clk_period 3.5
set clk_io_pct 0.2

create_clock -name clk0 -period $clk_period

set non_clock_inputs [all_inputs -no_clocks]
set_input_delay [expr $clk_period * $clk_io_pct] -clock clk0 $non_clock_inputs
set_output_delay [expr $clk_period * $clk_io_pct] -clock clk0 [all_outputs]
==> CHANGELOG.md <==
## Implementation

- Status: finished, violations left
- Failing checks: setup timing
- Worst vdd rail ir drop: 156 uV
- Crit-path max FO: 4
- Area share, top type: between 20% and 30%
- LEAKAGE: 0.00475 uW
- Area grow syn2layout: 76.4%
- GRT Residual Overflow: 0
- Psw: 977 uW
- Syn Area/Cell: 8.10 um^2
- Crit-path slowest cell: mux4_2
- Clock buffers: 0
- Cells after synthesis: 781
- Dpl ws: -580 ps
- Row cnt: 45
- Data arrival, critical path: 2850 ps
- Internal Pwr Total: 973 uW
- Synth area leaders: mux4_2, mux2i_1, mux2_2
- First-pass GRT wire length: about 59 mm
- Vias per cell: 7.10
- Buffers and inverters on the worst path: 6
- OpenROAD warning count: 34
- RSZ-0062 raised after global routing: true
- Critical Path End Type: primary output
- Floorplan utilization: 41.3%
- Crit path DRT: 2800 ps
- Routed WL: about 43 mm
- Seq/Total Area, Yosys: 0%
- Clk pwr share: 0%
- Unique cell types: 76
- Fin. Hold Viols: 0
- Cell type with the highest aggregate area in the netlist: mux4_2
- Post-route ant nets: 0
- Crit path cell chain: buf_2 -> buf_6 -> buf_4 -> buf_4 -> mux4_2 -> buf_4 -> o22ai_4 -> a31o_4 -> nor2_1 -> o221a_2 -> dlygate4sd2_1
- Tcrit/Tclk final: 101%
- Switch share: roughly 50%
- Synth cell count leaders: mux4_2, nand2_1, mux2i_1
- Vias in the first global route: between 9000 and 10000
- Worst-margin pin slew: 695 ps
- Slowest cell delay on critical path: 510 ps
- Relative slew slack: 53.5%
- Hold Path Origin: shamt[2]
- Filler cells: 1023
- Wire per inst: 31.2 um
- Layout cells sized above 1: 59.2%
- Post-layout util: 72.9%
- Drt drc: 0
- Gpl congestion: 1.10
- Initial antenna violation count: 4
- Critical Path Start Type: input port
- Core area: 0.0153 mm^2
- DR vias: 9757
- Max Cap Viol: 0
- Die Span X: 128 um
- Yosys Chip Area: 0.00633 mm^2
- Final Critical Period: 3550 ps
- Slew Viols, Final: 0
- HP Class: in -> out
- Achievable Freq: 282 MHz
- Final total power: 1950 uW
- Die height: roughly 130 um
- Detailed Routing Iterations Pass 1: 7
- I/O pins: 71
- Endpoints failing setup: 7
- Delay-heaviest family, CP: buffers and inverters
- Post-Syn Area: 0.00633 mm^2
- Seq pwr share: 0%
- Number of cells in Yosys stat: 781
- Gate power share: 100.0%
- Total area of sequential cells: 0 um^2
- Top-count cell post-synth: mux4_2
- Hold Worst Slack: 2230 ps
- CP most frequent cell: buf_4
- Iter 0 DRT Violations: 1187
- Flop count: 0
- Final worst slack: -49.5 ps
- Pwr/cell area: 175 mW/mm^2
- Gr usage total: 50.8%
- PortBufs: between 70 and 80
- DP HPWL: 29.8 mm
- Crit path kind: in -> out
- Chip area: roughly 0.016 mm^2
- YS warnings: 1
- Pin count of the biggest net entering global routing: 28
- Setup crit start: DATA[21]
-- cells in the final DEF, fill, tap and decap left out, drive strengths merged, types with 7 or more instances in the layout --
cell           netlist  final
nor2b               16     16
a22oi               10     10
or2                  7      7
nor2                50     50
o32ai                8      8
o211ai              11     11
nand2               63     63
clkbuf              61     12
mux4                77     77
or3                 11     11
nand3               33     33
a31oi               13     13
o22ai               20     20
dlygate4sd2          0     18
clkdlybuf4s15        0     17
nand2b              14     14
nor3                28     28
o21ai               39     39
a211oi               9      9
mux2i               63     63
buf                 50    429
dlymetal6s2s         0      9
mux2                29     29
a21oi               30     30
nand4               12     12
-- through the flow --
step | setup TNS (ps) | cells | cell area [um^2]
2_1_floorplan | 0 | 781 | 6330
6_report | -156 | 1374 | 11200
4_1_cts | -154 | 1333 | 10500
3_3_place_gp | -13150 | 1291 | 9390
3_5_place_dp | -13540 | 1291 | 9390
5_1_grt | -507 | 1371 | 11200
-- worst paths after layout --
kind,end,slack [ps],cells past startpoint
worst max-delay path,OUT[4],-50,11
worst min-delay path,OUT[31],2230,6
-- routing by layer --
metal	global-route usage [%]	up-vias	share of wire, %
met5	2.48	-	0.41
met4	28.3	6	8.7
met3	20.1	276	16
met2	73.0	964	40
met1	66.1	4568	35
li1	-	3943	-
-- cells by family (layout without fill, tap and decap cells) --
family                 count (synthesis)  count (layout)  synth area share (%)
AND-OR/OR-AND                        236             236                  27.2
buffers and inverters                120             499                  9.77
multiplexers                         169             169                  43.1
other                                  0               3                     0
AND/OR/NAND/NOR                      256             256                  19.9
-- timing repair --
| item | 4_1_cts | 5_1_grt |
|---|---|---|
| buffers inserted | 37 | 38 |
| cloned | 5 | 2 |
| setup endpoints to repair | 32 | 26 |
| hold buffers | 0 | 0 |
| pin swaps | 53 | 54 |
| resized | 277 | 129 |
-- final cells by class --
cell class	count	area, um^2	share of cell area (%)
Multi-Input combinational cell	661	6470	58.0
Timing Repair Buffer	490	4380	39.2
Antenna cell	3	7.51	0.0673
Tap cell	211	264	2.37
Inverter	9	40.0	0.359
-- power groups by stage --
stage	combinational, uW	clock, uW	sequential [uW]
global route	1990	0	0
finish	1950	0.000187	0
CTS	1720	0	0
-- worst min-delay path, stage by stage --
cell and delay, ps:
buf_6 130, buf_12 170, buf_16 180, nand3_1 90, o2111ai_1 110, dlymetal6s2s_1 130
Power figures rest on the tool's default switching activity, not on a simulated workload.
